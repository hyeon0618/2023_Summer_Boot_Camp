### flow/config.mk
export PLATFORM = sky130hd
export DESIGN_NAME = encoder
export DESIGN_NICKNAME = encoder
export VERILOG_FILES = /design/flow/design.v
export SDC_FILE = /design/flow/constraint.sdc
export NUM_CORES = 4
export LEC_CHECK = 1
export CORE_AREA = 10 10 81 81
export DIE_AREA = 0 0 91 91
### flow/constraint.sdc
current_design encoder

set clk_period 2.9
set clk_io_pct 0.2

create_clock -name clk0 -period $clk_period [get_ports {clk}]

set non_clock_inputs [all_inputs -no_clocks]
set_input_delay [expr $clk_period * $clk_io_pct] -clock clk0 $non_clock_inputs
set_output_delay [expr $clk_period * $clk_io_pct] -clock clk0 [all_outputs]
### flow/design.v
module encoder (
    input clk,
    input n_rst,
    input alu_done,
    input [31:0] cal_res,
    output reg [7:0] uart_out,
    output uout_valid
);
reg [3:0] cnt;
reg [7:0] cal_data;
always @(posedge clk or negedge n_rst)
    if(!n_rst)
        cnt <= 4'h0;
    else begin
        if((cnt == 4'h0) && (alu_done == 1'b1))
            cnt <= cnt + 4'h1;
        else if((cnt > 4'h0) && (cnt < 4'h8))
            cnt <= cnt + 4'h1;
        else if(cnt == 4'h8)
            cnt <= 4'h0;
    end
always @(posedge clk or negedge n_rst)
    if(!n_rst)
        cal_data = 8'h0;
    else begin
        if((cnt == 4'h0) && (alu_done == 1'b1))
            cal_data <= {4'b0, cal_res[3:0]};
        else if(cnt == 4'h1)
            cal_data <= {4'b0, cal_res[7:4]};
        else if(cnt == 4'h2)
            cal_data <= {4'b0, cal_res[11:8]};
        else if(cnt == 4'h3)
            cal_data <= {4'b0, cal_res[15:12]};
        else if(cnt == 4'h4)
            cal_data <= {4'b0, cal_res[19:16]};
        else if(cnt == 4'h5)
            cal_data <= {4'b0, cal_res[23:20]};
        else if(cnt == 4'h6)
            cal_data <= {4'b0, cal_res[27:24]};
        else if(cnt == 4'h7)
            cal_data <= {4'b0, cal_res[31:28]};
    end
always @(posedge clk or negedge n_rst)
    if(!n_rst)
        uart_out <= 8'h0;
    else begin
        if(cal_data == 8'h0)
            uart_out <= 8'h30;
        else if(cal_data == 8'h1)
            uart_out <= 8'h31;
        else if(cal_data == 8'h2)
            uart_out <= 8'h32;
        else if(cal_data == 8'h3)
            uart_out <= 8'h33;
        else if(cal_data == 8'h4)
            uart_out <= 8'h34;
        else if(cal_data == 8'h5)
            uart_out <= 8'h35;
        else if(cal_data == 8'h6)
            uart_out <= 8'h36;
        else if(cal_data == 8'h7)
            uart_out <= 8'h37;
        else if(cal_data == 8'h8)
            uart_out <= 8'h38;
        else if(cal_data == 8'h9)
            uart_out <= 8'h39;
        else if(cal_data == 8'hA)
            uart_out <= 8'h41;
        else if(cal_data == 8'hB)
            uart_out <= 8'h42;
        else if(cal_data == 8'hC)
            uart_out <= 8'h43;
        else if(cal_data == 8'hD)
            uart_out <= 8'h44;
        else if(cal_data == 8'hE)
            uart_out <= 8'h45;
        else if(cal_data == 8'hF)
            uart_out <= 8'h46;       
    end
assign uout_valid = (cnt == 4'h8)? 1'b1 : 1'b0;
endmodule
### flow/run.sh
#!/bin/bash
# OpenROAD 26Q1-2900-gdf79404cd8, Yosys 0.63+post, stock flow scripts
make -C /OpenROAD-flow-scripts/flow DESIGN_CONFIG=/design/flow/config.mk WORK_HOME=/design/flow/orfs finish
==> results.json <==
{
  "p_leak_nw": 0.645,
  "via_per_inst": 4.48,
  "p_per_area_nw_per_um2": 949,
  "cts_resized": 0,
  "n_fill_cell": 521,
  "antenna_found_initial": 0,
  "die_width_um": 91,
  "grt_pass1_wl_mm": 5.47,
  "hold_buffers": 0,
  "wl_per_cell_um": 13.1,
  "design_area_um2": 1650,
  "yosys-stat-area_um2": 1150,
  "ios": 44,
  "ant_nets": 0,
  "ys_cells": 133,
  "drc": 0,
  "drt_iter0_markers": 63,
  "fin_crit_ps": 2480,
  "ys_seq_share_pct": 30.4,
  "rows": 25,
  "logic_area_um2": 701,
  "flop_area_um2": 350,
  "reg2reg_from": "cnt[0]",
  "status": "complete, no violations",
  "cts-htree-levels": 1,
  "dominantRegCellSynth": "dfrtp_1",
  "finalWirelength_mm": 3.11,
  "coreArea_um2": 4820,
  "slew_headroom_pct": 55.6,
  "grtUsageTotal_pct": 7.71,
  "ys_ff": 14,
  "startpoint": "cnt[0]",
  "hold_class": "reg -> reg",
  "area_growth_pct": 43.0,
  "root_buffer": "clkbuf_8",
  "post-route-util_pct": 34.2,
  "finalSetupTns_ps": 0,
  "finalCritPeriodShare_pct": 85.6,
  "grt_pass1_vias": 1153,
  "top_area_share_pct": 30.4,
  "insertion_delay_ps": 240,
  "numCtsBuffers": 3,
  "placed_cell_area_um2": 1590,
  "crit_end": "uout_valid",
  "post-cts-setup-buffers": 0,
  "cts_tree": "built",
  "clock-sinks": 14,
  "clk_pin_slew_ps": 60,
  "vias": 1067,
  "place.port_buffers": 42,
  "overflow": 0,
  "fmax_mhz": 403,
  "clock_skew_ps": 1.15,
  "hpwl_mm": 2.56,
  "ys_types": 48,
  "synth-edff-count": 0,
  "yosys_warnings": 1,
  "fp_util_pct": 23.9,
  "die_h_um": 91,
  "syn_area_um2": 1150,
  "mostFrequentLayoutCells": "clkdlybuf4s50_1 (42), dfrtp_1 (14), nand2_1 (10)",
  "critPathArrivalTime_ps": 1900,
  "drv_cap": 0,
  "hold_violations": 0,
  "cp_max_fo": 9,
  "topCellsByArea": "dfrtp_1 (30%), nand2b_1 (4.9%), ha_1 (4.3%)",
  "worstSetupPathType": "reg -> out",
  "dr.pass1.iters": 4,
  "yosys.area.top_type": "dfrtp_1",
  "dieArea_um2": 8280,
  "log.warning_count": 28,
  "worst_slew_pin_slew_ps": 665,
  "drive_gt1_share_pct": 9.36,
  "syn_inst": 133,
  "r2r_cells": 7,
  "cts.path.max_buffers": 2,
  "grt_max_degree": 21,
  "finalSetupViolations": 0,
  "rrSetupSlack_ps": 850,
  "finalMaxSlewViolations": 0,
  "peakVddDrop_v": 0.000282,
  "synth-async-reset-ratio_pct": 100,
  "gp_congestion": 0.840,
  "endpoint_kind": "output pin",
  "diodes": 0,
  "final_common_cell": "clkdlybuf4s50_1",
  "reg2reg_to": "cal_data[1]",
  "cp-start-kind": "flop",
  "avgSynthCellArea_um2": 8.66,
  "cp_data_required_time_ps": 2320,
  "rsz0062_at_grt": "false"
}
-- worst max-delay path, stage by stage (launching register included) --
cell and delay, ps:
dfrtp_1 430, inv_1 100, ha_1 370, nand2b_1 180, nor2_1 110, clkdlybuf4s50_1 470
-- synth_stat cells, drive strengths merged, types with 3 or more instances --
master / instances
nand3: 3
nand2b: 9
nor2: 9
o21ai: 9
dfrtp: 14
o221ai: 4
nand2: 11
nor2b: 5
inv: 8
a21oi: 6
a211oi: 4
ha: 4
buf: 9
nor3: 5
a31oi: 5
-- how the worst min path moves through the flow --
stage	endpoint	from	cells after the start
CTS	uart_out[0]	cal_data[0]	1
finish	uart_out[0]	cal_data[0]	1
global route	uart_out[0]	cal_data[0]	1
-- logic make-up (layout without fill, tap and decap cells) --
logic type / count (synthesis) / count (layout) / share of synthesized area (%)
simple gates: 53 / 53 / 26.4
compound gates: 42 / 42 / 28.1
buf+inv: 17 / 55 / 8.79
flops: 14 / 14 / 30.4
fa+ha+maj: 4 / 4 / 4.34
other cells: 1 / 1 / 0.325
xor+xnor: 1 / 1 / 0.760
mux: 1 / 1 / 0.869
-- registers in the layout, indices dropped and copies added, names as in the netlist --
register	cells
uart_out	6
cal_data	4
cnt	4
-- power breakdown --
| group | switching, mW | internal (mW) | leakage (nW) |
|---|---|---|---|
| sequential | 0.103 | 0.295 | 0.168 |
| clock | 0.0663 | 0.120 | 0.0288 |
| combinational | 0.489 | 0.491 | 0.448 |
-- metal layers --
| layer | GRT usage, % | vias to the layer above | part of all wire (%) |
|---|---|---|---|
| met5 | 0 | - | 0 |
| met4 | 1.04 | 0 | 0.93 |
| met3 | 3.90 | 4 | 11 |
| met2 | 11.8 | 33 | 44 |
| met1 | 9.84 | 468 | 44 |
| li1 | - | 562 | - |
-- cell type report --
cell class | instances | area share, %
multi-input combinational | 102 | 42.5
timing repair buffer | 43 | 26.0
sequential | 14 | 21.3
tap | 67 | 5.09
clock buffer | 4 | 3.34
inverter | 8 | 1.82
-- per-stage QoR --
step | hold WS [ps] | setup slack [ps] | total power, mW | instances
after floorplan | 284 | 1220 | 1.14 | 133
after global placement | 499 | 713 | 1.38 | 234
after detailed placement | 504 | 669 | 1.39 | 234
after CTS | 511 | 379 | 1.58 | 238
after global routing | 557 | 258 | 1.73 | 238
final | 500 | 417 | 1.56 | 238
No activity file was given, so power comes from the tool's default toggle rates.
